File: /design/flow/run.sh
#!/bin/bash
# OpenROAD 26Q1-2900-gdf79404cd8, Yosys 0.63+post, stock flow scripts
make -C /OpenROAD-flow-scripts/flow DESIGN_CONFIG=/design/flow/config.mk WORK_HOME=/design/flow/orfs finish
File: /design/flow/config.mk
export PLATFORM = sky130hd
export DESIGN_NAME = RegisterFile
export DESIGN_NICKNAME = RegisterFile
export VERILOG_FILES = /design/flow/design.v
export SDC_FILE = /design/flow/constraint.sdc
export NUM_CORES = 4
export LEC_CHECK = 1
export CORE_UTILIZATION = 40
File: /design/flow/constraint.sdc
current_design RegisterFile

set clk_period 11.0
set clk_io_pct 0.2

create_clock -name clk0 -period $clk_period [get_ports {Clk}]

set non_clock_inputs [all_inputs -no_clocks]
set_input_delay [expr $clk_period * $clk_io_pct] -clock clk0 $non_clock_inputs
set_output_delay [expr $clk_period * $clk_io_pct] -clock clk0 [all_outputs]
File: /design/flow/design.v
module RegisterFile(
	input logic Rst,
	input logic Clk,
	input logic Reg_Write,
	input logic[4:0] Rs_Address_1,
	input logic[4:0] Rs_Address_2,
	input logic[4:0] Wr_Address,
	input logic[31:0] Wr_Data,
	output logic[31:0] Rs_Data_1,
	output logic[31:0] Rs_Data_2);
	logic [31:0] Reg_File[0:31];
	integer index;
	always_ff @ (negedge Clk, posedge Rst) begin
		if (Rst) begin
			for(index = 0; index < 32; index++) begin
				Reg_File[index] <= 32'b0;
			end
		end else begin
			Reg_File[0] <= 32'b0;
			if(Reg_Write && Wr_Address != 5'b0) begin
				Reg_File[Wr_Address] <= Wr_Data;
			end
		end
	end
	always_comb begin
		if ((Rs_Address_1 == Wr_Address) && Reg_Write) begin
			Rs_Data_1 = Wr_Data;
		end else begin
			Rs_Data_1 = Reg_File[Rs_Address_1];
		end
		if ((Rs_Address_2 == Wr_Address) && Reg_Write) begin
			Rs_Data_2 = Wr_Data;
		end else begin
			Rs_Data_2 <= Reg_File[Rs_Address_2];
		end
	end
endmodule
==> Table 3: Implementation characteristics <==
Characteristics after synthesis and place and route

Parameter                              Value

Power and ir drop
  Tot Pwr    between 10000 and 15000 uW
  Power per cell area    approximately 180 nW/um^2
  Leakage power    0.02640 uW
  Worst IR Drop VDD    between 150 and 200 uV

Timing
  RSZ-0062 raised after global routing    no
  Fin. Hold Viols    0
  Fin worst setup slack    0.05780 ns
  Clock tree skew after final layout    0 ns
  Total negative setup slack    0 ns
  Max-slew violation count    0
  Worst relative slew slack    0.09164
  # setup viols final    0
  Slew at the pin closest to its max-slew limit    between 1 and 1.5 ns

Floorplanning
  Floorplan die height    roughly 360 um
  Number of placement rows    between 100 and 150
  Core Footprint    between 100000 and 150000 um^2
  Die Footprint    132100 um^2
  Overall die width    between 300 and 400 um
  Floorplan-stage core utilization    0.4032
  Number of top-level design ports    114

CTS
  Worst-Skew Late Latency    around 0.67 ns
  Clock-pin slew of the registers on the worst-case setup and hold paths    about 0.050 ns
  Number of H-tree levels    3
  Clock sink count    1024
  Hold_buf cts    0
  Max Buffers Root-to-Sink    3
  TritonCTS buffer count    ~110
  CTS tree    yes
  CTS Root Cell    sky130_fd_sc_hd__clkbuf_16

Routing
  First-pass DRT Iterations    7
  Routed length per placed instance    roughly 42 um
  Post-DR vias/cell    about 7.2
  Detail Route Antenna Nets    0
  Routed wire length    about 270000 um
  Via Count    46600
  Violation count after the first detailed-routing iteration    around 6000
  Final routed DRC violation total    0

Finish
  Share of final-layout standard cells stronger than drive strength 1    0.3335
  Area Overhead vs Synth    16.04%
  Max reg flops    approximately 1000
  Post-layout instance count excluding filler cells    roughly 6400
  Largest Register    Reg_File
  Top flop regs    Reg_File: 1024 flops
  Post-route standard cell area excluding fillers    about 61000 um^2

Synthesis
  Cell accounting for the most synthesized area    sky130_fd_sc_hd__dfrtn_1
  Avg Inst Size Synth    roughly 12 um^2
  Number of synthesized flops with an enable pin    0
  Biggest area cells    sky130_fd_sc_hd__dfrtn_1 (49%), sky130_fd_sc_hd__mux2_2 (21%), sky130_fd_sc_hd__a22oi_1 (9.5%)
  Post-synthesis cell count from yosys    ~4500
  Post-Synthesis Cells    about 4500
  Yosys warning tally    2
  Summed instance area of the synthesized netlist    around 52000 um^2
  Share of flip-flops with an asynchronous set or reset after synthesis    1.000
  Total cell area reported by yosys after synthesis    52270 um^2
  Most frequently used flop master after synthesis    sky130_fd_sc_hd__dfrtn_1
  Registers, synthesis    1024
  Share of synthesized area occupied by flip-flops and latches    0.4902
  Area fraction of the dominant cell type after synthesis    0.4902
  Number of different library cells in the post-synthesis netlist    77

Setup path
  Kind of cell adding the most delay to the critical path    simple AND/OR/NAND/NOR gates
  Stage delay of the slowest cell on the critical path    0.69 ns
  Sum of buffers and inverters on the critical path    1
  Endpoint required time on the critical path    slightly below 9 ns
  CP startpoint kind    register
  Type of element capturing the critical path    output pin
  Crit path cell chain    and3_1 > a2111oi_0 > nand3_1 > nor4_1 > o21ai_1 > clkdlybuf4s50_1
  Arrival @ worst endpoint    slightly below 9 ns
  Critical path class    register to output pin
  Maximum fanout along the worst path    3
  Highest-delay cell along the critical path    sky130_fd_sc_hd__nor4_1

Global routing
  Maximum number of pins on one net before global-route repair    roughly 130
  Global-route wire length before repair    367800 um
  Leftover overflow at the end of global routing    0
  Number of antenna violations at the first check in global routing    25
  Via count of the first global-routing pass    44920
  Total track usage    0.4227

Run status
  Outcome    finished, final reports clean

Job
  Tool warnings    42
  Count of maximum capacitance violations    0

Placement
  GP Congestion    1.043
  Port buffer count    113
  Post-DP Area    between 50000 and 60000 um^2
  Pre-CTS setup slack    between 0.6 and 0.7 ns
  Instance count after placement with tap cells included    between 6000 and 7000
  Half-perimeter wire length of the detailed placement result    about 160000 um

Worst hold path
  Worst min-delay path class    register to register
routing by layer:
metal / vias up / routed length, um / GRT usage
met5: - / 1096 / 0.05120
met4: 47 / 21450 / 0.2384
met3: 1517 / 48940 / 0.3054
met2: 4439 / 104100 / 0.5405
met1: 23120 / 93150 / 0.5145
li1: 17480 / - / -
final timing paths:
path / start / endpoint / slack, ns / cells past startpoint
hold / removal: Reg_File[8][21] / Reg_File[8][21] / 0.45 / 1
setup reg to reg: Reg_File[18][16] / Reg_File[18][16] / 10.10 / 1
min in group asynchronous: Rst / Reg_File[14][29] / 7.56 / 3
setup / recovery: Reg_File[12][13] / Rs_Data_2[13] / 0.06 / 6
max in group asynchronous: Rst / Reg_File[11][12] / 2.31 / 4
hold reg to reg: Reg_File[8][21] / Reg_File[8][21] / 0.45 / 1
Yosys cell counts, types with 89 or more instances:
cell type,number
sky130_fd_sc_hd__dfrtn_1,1024
sky130_fd_sc_hd__mux2_2,985
sky130_fd_sc_hd__a22oi_1,662
sky130_fd_sc_hd__clkbuf_1,210
sky130_fd_sc_hd__and3_1,178
sky130_fd_sc_hd__buf_2,164
sky130_fd_sc_hd__nand2_1,151
sky130_fd_sc_hd__nand4_1,138
sky130_fd_sc_hd__nor2_1,116
sky130_fd_sc_hd__nand3_1,101
sky130_fd_sc_hd__a21oi_1,89
cell usage in the layout (no fill, tap or decap), types with 72 or more instances in the layout:
master	n
sky130_fd_sc_hd__a21oi_1	89
sky130_fd_sc_hd__a22oi_1	662
sky130_fd_sc_hd__and3_1	176
sky130_fd_sc_hd__buf_4	211
sky130_fd_sc_hd__clkbuf_16	116
sky130_fd_sc_hd__clkdlybuf4s50_1	104
sky130_fd_sc_hd__dfrtn_1	1024
sky130_fd_sc_hd__mux2_2	985
sky130_fd_sc_hd__nand2_1	138
sky130_fd_sc_hd__nand3_1	96
sky130_fd_sc_hd__nand4_1	138
sky130_fd_sc_hd__nor2_1	72
cell type report:
| type | instances | area [um^2] |
|---|---|---|
| timing repair buffer | 362 | 3491 |
| inverter | 26 | 101.3 |
| antenna | 33 | 82.58 |
| fill | 11490 | 68990 |
| tap | 1742 | 2180 |
| clock buffer | 169 | 3382 |
| multi-input combinational | 3050 | 25310 |
| clock inverter | 41 | 488.0 |
| sequential | 1024 | 25620 |
logic make-up after synthesis:
logic type	synth area share
compound gates	0.1460
xor+xnor	0.001676
flops	0.4902
mux	0.2256
other cells	0.00007174
simple gates	0.09703
buf+inv	0.03940
power by group:
group	internal (uW)	leakage, uW	total (uW)	switching (uW)
Sequential	4550	0.0131	5200	648
Clock	2350	0.00192	4000	1650
Combinational	828	0.0114	1620	795
Total	7730	0.0264	10800	3100
per-stage QoR:
stage | hold slack, ns | util
floorplan | 0.4398 | -
global placement | 0.4478 | 0.4373
detailed placement | 0.4539 | 0.4373
CTS | 0.4546 | 0.4672
global route | 0.4764 | 0.4673
finish | 0.4528 | 0.4679
what timing repair did:
item                       in CTS  in global routing
setup endpoints to repair       1                  0
resized                         1                  0
buffers inserted                0                  0
Power is estimated from default activity; no workload was simulated.
