File: ./run.sh
#!/bin/bash
# OpenROAD 26Q1-2900-gdf79404cd8, Yosys 0.63+post, stock flow scripts
make -C /OpenROAD-flow-scripts/flow DESIGN_CONFIG=/design/flow/config.mk WORK_HOME=/design/flow/orfs finish
File: ./config.mk
export PLATFORM = sky130hd
export DESIGN_NAME = BranchControl
export DESIGN_NICKNAME = BranchControl
export VERILOG_FILES = /design/flow/design.v
export SDC_FILE = /design/flow/constraint.sdc
export NUM_CORES = 4
export LEC_CHECK = 1
export CORE_AREA = 10 10 110 110
export DIE_AREA = 0 0 120 120
File: ./constraint.sdc
current_design BranchControl

set clk_period 10.6
set clk_io_pct 0.2

create_clock -name clk0 -period $clk_period

set non_clock_inputs [all_inputs -no_clocks]
set_input_delay [expr $clk_period * $clk_io_pct] -clock clk0 $non_clock_inputs
set_output_delay [expr $clk_period * $clk_io_pct] -clock clk0 [all_outputs]
File: ./design.v
module BranchControl(
	input logic Branch,
	input logic JAL,
	input logic JALR,
	input logic[31:0] PC,
	input logic[31:0] Imm,
	input logic [31:0] Res,
	output logic PC_Sel,
	output logic[31:0] BR_PC,
	output logic[31:0] PC4,
	output logic[31:0] PC_Imm);
	logic BranchSel;
	assign BranchSel = ((Branch && Res[0]) || JAL);
	assign PC4 = PC + 4;
	assign PC_Imm = PC + Imm;
	assign BR_PC = (JALR) ? Res : (Branch || JAL) ? PC_Imm : 32'b0;
	assign PC_Sel = (BranchSel || JALR);
endmodule
==> results.yml <==
# generated from flow reports
floorplanning:
  design.portCount: 196
  row_count: 36
  fp_util_pct: 27.8
  die_area_sq_mm: 0.0144
  core_sq_mm: 0.00977
  die_x_um: 120
  die.size.y_um: 120
power:
  seqPwrFrac_pct: 0
  p_clk_share_pct: 0
  p_switching_w: 0.000116
  switching_share_pct: 39.3
  peakVddDrop_mv: 0.0227
  internal-power_w: 0.000178
  combinationalPowerShare_pct: 100.0
  p_per_area_mw_per_mm2: 61.3
  p_leak_nw: 1.93
logic_synthesis:
  yosysSeqAreaShare_pct: 0
  mux_area_share_pct: 0.920
  ys_types: 54
  syn_area_sq_mm: 0.00272
  yosys.area_share.aoi_pct: 37.8
  avgSynthCellArea_sq_um: 7.14
  ys_cells: 381
  ys_warn_count: 0
  ys_area_sq_mm: 0.00272
  synthSimpleGateAreaFrac_pct: 24.1
  ys_sh_adder_pct: 15.5
  synth-xor-area-share_pct: 17.7
  synthCells: 381
  top_logic_kind: "AND-OR/OR-AND gates"
worst_hold_path:
  hp-class: "input pin to primary output"
global_route:
  antenna_found_initial: 0
  use_met2_pct: 26.0
  grtUsageMet3_pct: 3.38
  overflow: 0
  use_met1_pct: 20.7
  top_usage_layer: "met2"
  grt_max_degree: 36
  grt_first_pass_wirelength_mm: 18.6
  grt_usage_pct: 15.3
  grt_pass1_vias: 3462
worst_setup_path:
  worstSetupStartpointType: "input pin"
  crit_buf_inv: 2
  setup.worst_path.end_class: "primary output"
  crit_top_cell: "clkdlybuf4s50_1"
  cpMaxStageDelayCell: "clkdlybuf4s50_1"
  required_ns: 8.48
  path_cells: "clkdlybuf4s50_1 -> ha_1 -> fa_1 -> a21o_1 -> a221oi_2 -> o21bai_4 -> o221ai_2 -> o31ai_1 -> xor2_1 -> a22o_1 -> clkdlybuf4s50_1"
  arrival_ns: 5.40
  criticalPathCategory: "input pin to primary output"
  crit_fanout: 6
  max_stage_delay_ns: 0.46
  crit_family: "AND-OR/OR-AND gates"
timing:
  finalClockPeriodUsage_pct: 71.0
  fin_setup_tns_ns: 0
  fmax_ghz: 0.133
  maxSlewViolCount: 0
  setup_violations: 0
  slew_headroom_pct: 45.0
  period_needed_ns: 7.52
  worstMarginPinSlew_ns: 0.825
  rsz0062_at_grt: "no"
  final_hold_viol_count: 0
clock_network:
  post-cts-setup-buffer-count: 0
  ctsHoldBuffers: 0
  cts_resized: 0
run_status:
  status: "completed"
finish:
  final_cells: 694
  fin_area_sq_mm: 0.00479
  syn_to_final_growth_pct: 76.3
  layout-drive-gt1-share_pct: 4.10
  final_core_util_pct: 49.0
  ff_count: 0
  flop_area_sq_um: 0
  n_clock_buffer: 0
placed_design:
  port_buffers: 196
  place_congestion: 0.897
  place_inst: 694
  place_hpwl_mm: 10.6
  placed_cell_area_sq_mm: 0.00479
routing:
  diodes: 0
  drtIter0Drc: 159
  dr.pass1.iters: 4
  via_per_inst: 5.05
  drtAntennaViolNets: 0
  via_count: 3503
  post_drt_wl_per_cell_um: 17.5
  routed_wl_mm: 12.1
  drc_errors: 0
run:
  maxCapViolCount: 0
  warnings: 32
synth_stat cells (all sizes together) (4+ instances only):
| library cell | instances | area [sq um] |
|---|---|---|
| a21oi | 26 | 134 |
| o21ai | 7 | 35.0 |
| clkbuf | 17 | 63.8 |
| nand4 | 13 | 81.3 |
| xor2 | 16 | 140 |
| inv | 8 | 30.0 |
| o21bai | 8 | 71.3 |
| a21o | 23 | 173 |
| and3 | 7 | 43.8 |
| o31ai | 7 | 85.1 |
| nor3 | 7 | 35.0 |
| nand2 | 35 | 131 |
| and2 | 4 | 25.0 |
| ha | 32 | 400 |
| or2 | 5 | 31.3 |
| nand3 | 20 | 100 |
| xnor2 | 39 | 342 |
| nor2 | 32 | 120 |
| a22o | 29 | 254 |
cells by family after synthesis:
kind of cell | count (synthesis)
AND/OR/NAND/NOR | 135
XOR/XNOR | 55
buffers and inverters | 27
AND-OR/OR-AND | 129
adder cells (fa/ha/maj) | 33
multiplexers | 2
power by group through the flow:
stage                 combinational, W  clock, W  sequential [W]
after CTS                     0.000298         0               0
after global routing          0.000321         0               0
final                         0.000294         0               0
cell type report:
| cell class | count | area [sq um] |
|---|---|---|
| Tap cell | 133 | 166 |
| Inverter | 8 | 30.0 |
| Fill cell | 969 | 4980 |
| Timing Repair Buffer | 199 | 1980 |
| Multi-Input combinational cell | 354 | 2610 |
routing by layer:
layer | part of all wire [%] | up-vias | wire, um
li1 | - | 1797 | -
met1 | 46 | 1588 | 5640
met2 | 47 | 118 | 5660
met3 | 6.9 | 0 | 839
met4 | 0 | 0 | 0
met5 | 0 | - | 0
cells in the final DEF, fill, tap and decap left out, drive strengths merged, types with 16 or more instances in the layout:
cell type        n
a21oi           26
a21o            23
a22o            29
ha              32
xor2            16
nand2           35
nand3           20
clkdlybuf4s50  196
xnor2           39
nor2            32
through the flow:
step	setup WS [ns]	total power, W	hold slack, ns
after CTS	3.08	0.000298	5.10
after floorplan	4.38	0.000122	4.25
after detailed placement	3.09	0.000296	5.10
after global routing	2.94	0.000321	5.12
final	3.08	0.000294	5.10
after global placement	3.12	0.000297	5.09
worst paths after layout:
kind   from         to  slack, ns  cells past startpoint
max   PC[0]  BR_PC[30]       3.08                     11
min   PC[0]     PC4[0]       5.10                      2
No activity file was given, so power comes from the tool's default toggle rates.
