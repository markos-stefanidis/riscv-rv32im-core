### flow/config.mk
export PLATFORM = sky130hd
export DESIGN_NAME = ALU
export DESIGN_NICKNAME = ALU
export VERILOG_FILES = /design/flow/design.v
export SDC_FILE = /design/flow/constraint.sdc
export NUM_CORES = 4
export LEC_CHECK = 1
export CORE_UTILIZATION = 40
### flow/constraint.sdc
current_design ALU

set clk_period 23.6
set clk_io_pct 0.2

create_clock -name clk0 -period $clk_period

set non_clock_inputs [all_inputs -no_clocks]
set_input_delay [expr $clk_period * $clk_io_pct] -clock clk0 $non_clock_inputs
set_output_delay [expr $clk_period * $clk_io_pct] -clock clk0 [all_outputs]
### flow/design.v
module ALU(
	input logic[31:0] ALU_In_1,
	input logic[31:0] ALU_In_2,
	input logic[3:0] Op,
	output logic[31:0] Res);
	always_comb begin
		case(Op)
			4'b0000 : Res = ALU_In_1 & ALU_In_2;  
			4'b0001 : Res = ALU_In_1 | ALU_In_2;  
			4'b0010 : Res = ALU_In_1 +  ALU_In_2;  
			4'b0011 : Res = ALU_In_1 ^ ALU_In_2;  
			4'b0100 : Res = ALU_In_1 << ALU_In_2[4:0];  
			4'b0101 : Res = ALU_In_1 >> ALU_In_2[4:0];  
			4'b0110 : Res = $signed(ALU_In_1) >>> ALU_In_2[4:0];  
			4'b0111 : Res = $signed(ALU_In_1) - $signed(ALU_In_2);  
			4'b1000 : Res = $signed(ALU_In_1) * $signed(ALU_In_2);  
			4'b1001 : Res = (ALU_In_1 < ALU_In_2) ? 1 : 0;  
			4'b1010 : Res = ($signed(ALU_In_1) < $signed(ALU_In_2)) ? 1 : 0;  
			4'b1011 : Res = (ALU_In_1 == ALU_In_2) ? 1 : 0;  
			4'b1100 : Res = (ALU_In_1 != ALU_In_2) ? 1 : 0;  
			4'b1101 : Res = ($signed(ALU_In_1) >= $signed(ALU_In_2)) ? 1 : 0;  
			4'b1110 : Res = (ALU_In_1 >= ALU_In_2) ? 1 : 0;  
			4'b1111 : Res = 32'b1;  
			default : Res = 0;
		endcase
	end
endmodule
### flow/run.sh
#!/bin/bash
# OpenROAD 26Q1-2900-gdf79404cd8, Yosys 0.63+post, stock flow scripts
make -C /OpenROAD-flow-scripts/flow DESIGN_CONFIG=/design/flow/config.mk WORK_HOME=/design/flow/orfs finish
==> impl_metrics.toml <==
# synthesis and place-and-route metrics
[power_and_ir_drop]
switching_share_pct = 60.2
p_sw_mw = 3.82
vdd_drop_max_mv = 0.672
powerDensity_nw_per_um2 = 250
leakage_nw = 12.2
intPower_mw = 2.53

[timing]
slew_headroom_pct = 34.4
finalHoldViolCount = 0
rsz0062_at_grt = "no"
slew_viol_final = 0
tns_ns = 0
max_clock_freq_mhz = 53.8
worst_hold_slack_ns = 10.60
setup-violations-final = 0
worst_pin_slew_ns = 0.960
post-route-period-util_pct = 78.7
period_minus_slack_ns = 18.57

[placed_design]
io_buffers = 100
hpwlAfterDp_mm = 83.5
gp_congestion = 1.05

[run]
tool_warnings = 97
drv_cap = 0

[setup_path]
required_ns = 18.88
cp-endpoint = "Res[30]"
worst_setup_path_start_kind = "input pin"
path_class = "in -> out"
cp-startpoint = "ALU_In_1[9]"
cp_data_arrival_time_ns = 13.85
critical_path.max_fanout = 17
end_kind = "output port"

[clock_network]
ctsHoldBuffers = 0
ctsResizeCount = 0
cts_setup_buffers = 0

[detailed_routing]
ant_nets = 0
via_count = 22938
viasPerCell = 6.04
dr.pass1.iters = 6
wl_per_cell_um = 27.9
drc_errors = 0
drt-total-wl_mm = 106
first_iter_violations = 2353

[layout]
n_clock_buffer = 0
layout_top_cells = "526 x nor2_1, 480 x inv_1, 410 x fa_1, 252 x nand2_1, 247 x ha_1"
area_growth_pct = 7.45
flop_area_um2 = 0
mostFrequentLayoutCell = "nor2_1"
drive_above_1_share_pct = 4.58
flops = 0
post-route-util_pct = 43.8
nFillCells = 5778

[logic_synthesis]
top_cell_area_share_pct = 34.7
yosys_area_um2 = 23700
ys_cells = 3053
topCellsByArea = "fa_1 35%, ha_1 13%, nor2_1 8.3%"
syn_area_per_cell_um2 = 7.75
synth_cells = 3053
yosysWarnings = 1
synth_area_um2 = 23700
yosysTopAreaCell = "fa_1"
yosysUniqueCellTypes = 85
ys_seq_share_pct = 0

[floorplan]
die_w_um = 245
die_y_um = 245
die_area_um2 = 60200
ioPinCount = 100
rows = 88
coreArea_um2 = 58100
fp_util_pct = 40.7

[global_routing]
grt_max_degree = 61
grt_pass1_wl_mm = 157
grt_usage_pct = 37.9
antenna_found_initial = 1
overflow = 0
grt_pass1_vias = 23506

[min_path]
min_path_type = "in -> out"

[status]
outcome = "finished, final reports clean"
-- power by group through the flow --
stage / Sequential (mW) / Combinational, mW / Clock (mW)
global route: 0 / 6.82 / 0
CTS: 0 / 6.30 / 0
-- per-layer routing --
layer / vias to the layer above / wire length, um / track usage [%]
li1: 9867 / - / -
met3: 282 / 12700 / 13.7
met4: 0 / 6030 / 16.0
met1: 11311 / 42000 / 53.6
met2: 1478 / 45500 / 53.7
met5: - / 0 / 0.572
-- worst min path at each step --
stage                        from  endpoint  cells past startpoint
final                 ALU_In_2[4]    Res[2]                      4
after global routing  ALU_In_2[4]    Res[2]                      4
after CTS             ALU_In_2[4]    Res[2]                      4
-- worst max-delay path, cell delays in order --
cell and delay (ns):
clkdlybuf4s50_1 0.46, buf_4 0.28, clkinv_1 0.71, nor2_1 0.39, fa_1 0.45, fa_1 0.49, inv_1 0.05, fa_1 0.46
fa_1 0.55, inv_1 0.04, ha_1 0.26, ha_1 0.29, fa_1 0.51, fa_1 0.41, ha_1 0.22, or4_1 0.50
o22ai_1 0.36, o21ai_0 0.34, a21oi_1 0.37, a21oi_1 0.17, a21oi_1 0.51, mux2i_1 0.29, a221oi_1 0.11, a21oi_1 0.34
clkdlybuf4s50_1 0.53
-- synth_stat cells (34+ instances only) --
cell	number
a21o_1	34
a21oi_1	151
buf_1	35
clkbuf_1	151
fa_1	410
ha_1	247
inv_1	483
mux2i_1	52
nand2_1	252
nor2_1	526
o21ai_0	116
xnor2_1	75
-- kinds of logic after synthesis --
kind of cell,Yosys count,synth area share [%]
xor+xnor,91,3.37
fa+ha+maj,657,47.7
mux,80,4.59
buf+inv,694,11.1
simple gates,950,16.7
compound gates,581,16.5
-- cell type report --
cell class         instances  area, um^2  area share, %
well taps                765         957           3.76
diodes                     1        2.50        0.00984
inverters                496        1860           7.32
repair buffers           178        1560           6.15
multi-input cells       2359       21100           82.8
-- stage by stage --
| stage | area [um^2] | worst slack [ns] | power (mW) | std cells |
|---|---|---|---|---|
| final | 25400 | 5.03 | 6.35 | 3799 |
| after global routing | 25400 | 4.86 | 6.82 | 3798 |
| after CTS | 25400 | 5.15 | 6.30 | 3798 |
| after detailed placement | 25400 | 5.16 | 6.25 | 3798 |
| after global placement | 25400 | 5.30 | 6.26 | 3798 |
| after floorplan | 23700 | 6.61 | 4.08 | 3053 |
Power figures rest on the tool's default switching activity, not on a simulated workload.
